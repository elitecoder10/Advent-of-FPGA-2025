## flow/design.v

```verilog
module safe_dial (
    input  logic        clk,
    input  logic        rstn,     
    input  logic        dirn,     
    input  logic [9:0]  dis,
    output logic [31:0] password
);
logic [6:0] dis_mod;
logic [6:0] position;
logic [7:0] next_pos;
assign dis_mod = dis % 7'd100;
always_comb begin
    if (!dirn) begin
    	next_pos = (position >= dis_mod) ? position - dis_mod :
    				position - dis_mod + 7'd100;		
    end else begin
        next_pos = (position + dis_mod <= 8'd99) ? position + dis_mod :
				position + dis_mod - 7'd100;
    end
end
always_ff @(posedge clk) begin
    if (!rstn) begin
        position <= 7'd50;
        password <= 32'd0;
    end else begin
        position <= next_pos[6:0];
        if (next_pos[6:0] == 7'b0) begin
           password <= password + 1;
        end
    end
end
endmodule
```

## flow/constraint.sdc

```tcl
current_design safe_dial

set clk_period 21.6
set clk_io_pct 0.2

create_clock -name clk0 -period $clk_period [get_ports {clk}]

set non_clock_inputs [all_inputs -no_clocks]
set_input_delay [expr $clk_period * $clk_io_pct] -clock clk0 $non_clock_inputs
set_output_delay [expr $clk_period * $clk_io_pct] -clock clk0 [all_outputs]
```

## flow/run.sh

```bash
#!/bin/bash
# OpenROAD 26Q1-2900-gdf79404cd8, Yosys 0.63+post, stock flow scripts
make -C /OpenROAD-flow-scripts/flow DESIGN_CONFIG=/design/flow/config.mk WORK_HOME=/design/flow/orfs finish
```

## flow/config.mk

```make
export PLATFORM = sky130hd
export DESIGN_NAME = safe_dial
export DESIGN_NICKNAME = safe_dial
export VERILOG_FILES = /design/flow/design.v
export SDC_FILE = /design/flow/constraint.sdc
export NUM_CORES = 4
export LEC_CHECK = 1
export CORE_UTILIZATION = 40
export SYNTH_HDL_FRONTEND = slang
```

==> impl_metrics.tcl <==
# implementation run metrics
set metrics [dict create \
    fin_crit_ns 10.89 \
    fmax_mhz 91.83 \
    die_w_um 92.70 \
    p_leak_nw 1.399 \
    wirelength_um 7621 \
    crit_type "in -> reg" \
    grt_pass1_vias 2800 \
    setup_tns_ns 0 \
    antenna_found_initial 0 \
    endpoint_kind "flop" \
    synthArstFlopShare_pct 0 \
    grt_pass1_wl_um 12950 \
    gp_congestion 0.8935 \
    rsz0062_at_grt "false" \
    synth.avg_cell_area_um2 7.600 \
    die_height_um 92.70 \
    max_stage_delay_ns 0.77 \
    worst_path_max_delay_cell "clkdlybuf4s50_1" \
    cp_top_family "AND-OR/OR-AND gates" \
    irDropWorstVdd_v 0.00004561 \
    maxCapViolations 0 \
    numClockSinks 39 \
    rows 32 \
    drive_above_1_share_pct 5.096 \
    cts_tree "built" \
    pre_cts_ws_ns 10.49 \
    num_vias 3191 \
    ys_cells 433 \
    vias_per_cell 5.569 \
    diodes 0 \
    grt_max_degree 22 \
    syn_to_final_growth_pct 19.20 \
    cp.buffers_inverters 2 \
    edf_count 0 \
    cts-root-buf "clkbuf_8" \
    synth-seq-cells 39 \
    min_path_type "reg -> reg" \
    drc_errors 0 \
    period_used_pct 50.42 \
    ios 45 \
    drtIter0Drc 150 \
    status "completed" \
    fillers 786 \
    synth_top_flop_cell "dfxtp_1" \
    skew_ns 0.01027 \
    hold_viol_final 0 \
    worst_slew_pin_slew_ns 0.6703 \
    clk_path_buf_depth 2 \
    cts_setup_buffers 0 \
    initial_utilization_pct 41.93 \
    final_antenna_net_count 0 \
    crit_path_start_kind "input port" \
    holdBufCountCts 0 \
    clk_pin_slew_ns 0.08 \
    portBuffers 44 \
    setup_ws_ns 10.71 \
    htreeDepth 2 \
    yosys-stat-area_um2 3291 \
    grt_overflow 0 \
    synthCells 433 \
    ys.warnings.count 0 \
    cp_data_arrival_time_ns 11.10 \
    dpl.hpwl_um 5789 \
    powerDensity_nw_per_um2 104.6 \
    syn-cell-area_um2 3291 \
    clock_latency_ns 0.29 \
    synth_cell_types 62 \
    slew-limit-headroom_pct 54.72 \
    cts_made_buffers 5 \
    cts-resized-gates 0 \
    whs_ns 0.4965 \
    crit_required_ns 21.81 \
    dieArea_um2 8593 \
    grt_usage_pct 18.64 \
    setup_viol 0 \
    wire_per_inst_um 13.30 \
    path_max_fanout 17 \
    yosysSeqAreaShare_pct 23.73 \
    core-area_um2 7848 \
    drv_slew 0 \
    dr.pass1.iters 4 \
    openroad.warnings 36 \
]
-- registers in the layout, indices dropped and copies added (netlist names) --
register  flops
position      7
password     32
-- through the flow --
stage	instances	area (µm²)	utilization [%]	power, W
finish	573	3923	49.98	0.0004105
global route	573	3923	49.98	0.0004468
CTS	573	3923	49.98	0.0004150
detailed placement	565	3805	48.49	0.0003509
global placement	565	3805	48.49	0.0003505
floorplan	433	3291	-	0.0003006
-- layout make-up --
cell class / count / area [µm²] / area share (%)
clock buffers: 6 / 82.58 / 2.105
clock inverters: 2 / 35.03 / 0.8931
inverters: 26 / 97.59 / 2.488
multi-input cells: 353 / 2351 / 59.94
flip-flops and latches: 39 / 780.7 / 19.90
well taps: 102 / 127.6 / 3.254
repair buffers: 45 / 447.9 / 11.42
-- metal layers --
| metal | vias to the layer above | GRT usage, % | share of wire, % |
|---|---|---|---|
| met5 | - | 0 | 0 |
| met4 | 0 | 1.795 | 0.77 |
| met3 | 6 | 2.339 | 4.7 |
| met2 | 87 | 29.14 | 44 |
| met1 | 1417 | 29.09 | 50 |
| li1 | 1681 | - | - |
-- power breakdown --
part | internal [W] | switching (W)
combinational | 0.000112 | 0.000154
clock | 0.0000374 | 0.0000248
sequential | 0.0000769 | 0.00000479
total | 0.000227 | 0.000184
-- final timing paths --
path	start	to	slack, ns	depth (start not counted)
max reg2reg	position[2]$_SDFF_PN0_	password[25]$_SDFFE_PN0N_	17.37	15
min	password[12]$_SDFFE_PN0N_	password[12]$_SDFFE_PN0N_	0.50	2
min reg2reg	password[12]$_SDFFE_PN0N_	password[12]$_SDFFE_PN0N_	0.50	2
max	dis[9]	password[25]$_SDFFE_PN0N_	10.71	25
-- logic make-up (layout without fill, tap and decap cells) --
group / count (synthesis) / in the layout / share of synthesized area, %
and+or+nand+nor: 169 / 169 / 28.10
AOI/OAI and AO/OA: 139 / 139 / 28.10
buffers and inverters: 41 / 79 / 4.829
DFF: 39 / 39 / 23.73
adders and majority gates: 23 / 23 / 9.202
xor gates and xnor gates: 18 / 18 / 4.791
muxes: 4 / 4 / 1.255
-- worst register-to-register path, cell delays in order (launching register included) --
cell and delay [ns]:
dfxtp_1 0.35, ha_1 0.47, nor2b_1 0.21, a221oi_2 0.25
xnor2_1 0.16, inv_1 0.09, ha_1 0.18, and3b_1 0.16
o22ai_1 0.23, a41oi_2 0.19, mux2i_1 0.16, o21ai_1 0.25
nor3b_4 0.38, nand4_1 0.40, or4_1 0.53, a21oi_1 0.16
-- synthesized netlist by cell type (2+ instances only) --
| cell | number | area share [%] |
|---|---|---|
| dfxtp_1 | 39 | 24 |
| a21oi_1 | 35 | 5.3 |
| o21ai_0 | 34 | 5.2 |
| nand2_1 | 32 | 3.7 |
| nor2_1 | 30 | 3.4 |
| inv_1 | 26 | 3.0 |
| or3_1 | 23 | 4.4 |
| ha_1 | 21 | 8.0 |
| nand3_1 | 15 | 2.3 |
| nor3_1 | 12 | 1.8 |
| xnor2_1 | 12 | 3.2 |
| clkbuf_1 | 11 | 1.3 |
| nor2b_1 | 9 | 1.7 |
| o31ai_1 | 9 | 2.1 |
| nand4_1 | 8 | 1.5 |
| or4_1 | 8 | 1.8 |
| a31oi_1 | 7 | 1.3 |
| and2_1 | 6 | 1.1 |
| o21a_1 | 6 | 1.4 |
| xor2_1 | 6 | 1.6 |
| and3_1 | 5 | 0.95 |
| nand2b_1 | 5 | 0.95 |
| a22oi_1 | 4 | 0.91 |
| buf_2 | 4 | 0.61 |
| nor3b_1 | 4 | 0.91 |
| o22ai_1 | 4 | 0.76 |
| a211o_1 | 3 | 0.80 |
| a211oi_1 | 3 | 0.68 |
| a21o_1 | 3 | 0.68 |
| and3b_1 | 3 | 0.80 |
| mux2i_1 | 3 | 0.91 |
| o211ai_1 | 3 | 0.68 |
| o221ai_1 | 3 | 0.80 |
| a2bb2oi_1 | 2 | 0.53 |
| a31o_2 | 2 | 0.53 |
| a32oi_1 | 2 | 0.53 |
| fa_1 | 2 | 1.2 |
| o2111ai_1 | 2 | 0.53 |
| o31a_1 | 2 | 0.53 |
| or2_1 | 2 | 0.38 |
| or2_2 | 2 | 0.38 |
-- cell usage in the layout (no fill, tap or decap), drive strengths merged, types with 4 or more instances in the layout --
cell type	netlist	final
a21oi	35	35
or2	4	4
o31ai	9	9
clkdlybuf4s50	0	44
inv	26	26
nand3	15	15
nor3b	5	5
and2	6	6
dfxtp	39	39
nand2b	5	5
o21ai	35	35
nand4	8	8
or4	8	8
xnor2	12	12
and3	5	5
clkbuf	11	6
or3	23	23
nand2	33	33
nor2b	9	9
nor3	13	13
o22ai	4	4
nor2	30	30
a31oi	7	7
xor2	6	6
a22oi	4	4
ha	21	21
o21a	6	6
Power figures rest on the tool's default switching activity, not on a simulated workload.
