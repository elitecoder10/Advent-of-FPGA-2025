File: flow/design.v
module factorization (
    input  logic [4:0]  digit_count,
    output logic [2:0]  factors [0:2]
);
always_comb begin
    case (digit_count)
    2 : factors = '{1, 0, 0};
    3 : factors = '{1, 0, 0};
    4 : factors = '{1, 2, 0};
    5 : factors = '{1, 0, 0};
    6 : factors = '{1, 2, 3};
    7 : factors = '{1, 0, 0};
    8 : factors = '{1, 2, 4};
    9 : factors = '{1, 3, 0};
    10: factors = '{1, 2, 5};
    default : factors = '{0, 0, 0};
    endcase
end
endmodule
File: flow/config.mk
export PLATFORM = sky130hd
export DESIGN_NAME = factorization
export DESIGN_NICKNAME = factorization
export VERILOG_FILES = /design/flow/design.v
export SDC_FILE = /design/flow/constraint.sdc
export NUM_CORES = 4
export LEC_CHECK = 1
export CORE_AREA = 10 10 70 70
export DIE_AREA = 0 0 80 80
export SYNTH_HDL_FRONTEND = slang
File: flow/constraint.sdc
current_design factorization

set clk_period 1.8
set clk_io_pct 0.2

create_clock -name clk0 -period $clk_period

set non_clock_inputs [all_inputs -no_clocks]
set_input_delay [expr $clk_period * $clk_io_pct] -clock clk0 $non_clock_inputs
set_output_delay [expr $clk_period * $clk_io_pct] -clock clk0 [all_outputs]
File: flow/run.sh
#!/bin/bash
# OpenROAD 26Q1-2900-gdf79404cd8, Yosys 0.63+post, stock flow scripts
make -C /OpenROAD-flow-scripts/flow DESIGN_CONFIG=/design/flow/config.mk WORK_HOME=/design/flow/orfs finish
==> run summary <==
flow finished, numbers: status finished, final reports clean, Synth Instances 17, Fin. Hold Viols 0, CP Cell Sequence buf_2 -> a21o_1 -> a2bb2o_4 -> clkdlybuf4s50_1, die height 80 um, Avg WL per Cell 7.79 um, fp util 0.0396, Final min period 1.72 ns, via/cell ratio 2.16, Row Count 21, chip area 0.00640 mm2, hold buffers post-CTS 0, met3 WL 58 um, 1st-iter DRT viols 2, delay-heaviest family, CP buffers and inverters, DR vias 162, Max Cap Violations 0, unrepaired setup endpoints after global routing false, I/O pin count 14, Buf+Inv Stages, Crit Path 2, Min-Delay Path Class input port to output port, Max Transition Viols Final 0, Top Layer Used met3, Ys Warns 0, mapped cell area 135 um2, DR pass1 iterations 2, initial antenna violation count 0, largest net degree at the start of global routing 7, Pint 25.4 uW, yosys cell count 17, vias in the first global route 165, WL final 584 um, WL met1 258 um, yosys stat area 135 um2, tool warning count 32, crit path launch digit_count[1], CORE AREA 0.00342 mm2, registers 0, Post-Syn Area per Cell 7.95 um2, # DRC 0, Netlist cell types 12, Synth top cells by count buf_4, and3_1, nand2b_1, nor3_1, WP data required 1.44 ns, post-synth top area cell buf_4, layout cells sized above 1 0.448, crit path max fanout 4, Final ANT Viol Nets 0, Max Clk Rate 581 MHz, Hold Crit Start digit_count[4], global placement routability congestion 0.689, period utilization 0.956, Flop area 0 um2, Top cell area share 0.167, Inserted Diodes 0, Sw Pwr 19.4 uW, clock network fraction of total power 0, post-route cell area 290 um2, Reg power frac 0, combinational share of power 1.000, Crit. End Element output port, CP startpoint kind input port, Leak 0.000117 uW, critical path type input port to output port, Setup Viol. Count Final 0, maximum vdd drop 0.0193 mV, hpwl dp 538 um, first-pass GRT wire length 841 um, Sw Ratio 0.433, Total Power 44.8 uW, slowest cell on the critical path clkdlybuf4s50_1, Pwr per Cell Area 154 mW/mm2, CP Data Arrival Time 1.36 ns, top cells, area buf_4, a2bb2o_4, nor4b_2, area grow syn2layout 115%, Port Buffer Count 11, max incr delay on CP 0.46 ns, top-count cell post-synth buf_4, Tot GR Track Use 0.0164, grt ovf 0, CLK BUF 0, Area after DPL 295 um2, met2 wire length 268 um, Seq share, synth 0, Die Width 80 um
cell type report:
type | count | area [um2]
fill | 411 | 3130
multi-input combinational | 16 | 135
tap | 46 | 57.6
timing repair buffer | 13 | 97.6
final timing paths:
| kind | to | cells past startpoint |
|---|---|---|
| max | factors[4] | 4 |
| min | factors[6] | 3 |
power groups by stage:
stage	Clock, uW	Sequential, uW	Combinational [uW]
6_report	0	0	44.8
5_1_grt	0	0	48.6
4_1_cts	0	0	47.8
logic make-up (layout without fill, tap and decap cells):
kind of cell	after synthesis	count (layout)	share of synthesized area
AND-OR/OR-AND	3	3	0.296
AND/OR/NAND/NOR	9	9	0.444
XOR/XNOR	1	1	0.0648
other	1	3	0.0278
buffers and inverters	3	13	0.167
through the flow:
| stage | hold slack [ns] | util | TNS (ns) | setup WS [ns] | cells |
|---|---|---|---|---|---|
| after CTS | 1.25 | 0.0905 | 0 | 0.00221 | 75 |
| after floorplan | 0.731 | - | 0 | 0.698 | 19 |
| after global routing | 1.20 | 0.0850 | 0 | 0.0461 | 75 |
| after detailed placement | 1.74 | 0.0864 | -2.25 | -0.421 | 74 |
| final | 1.17 | 0.0850 | 0 | 0.0801 | 75 |
| after global placement | 1.74 | 0.0864 | -2.04 | -0.394 | 74 |
layer usage:
layer,vias up,global-route usage
met5,-,0
met4,0,0
met3,0,0.00682
met2,8,0.0265
met1,75,0.0211
li1,79,-
what timing repair did:
action | CTS | global route
hold endpoints to repair | 0 | 0
endpoints found under the setup margin | 6 | 2
pin swaps | 4 | 1
cloned | 0 | 0
setup buffers | 1 | 0
gates resized | 23 | 4
cell usage in the layout (no fill, tap or decap), drive strengths merged:
master         n
buf            7
clkdlybuf4s50  4
conb           3
nand2b         2
and3           2
dlygate4sd2    2
nor3           2
a21o           1
nor2           1
nor2b          1
a2bb2o         1
nor4b          1
xor2           1
a211oi         1
Power and IR drop assume default switching activity.
